`./run.sh`:
```
#!/bin/bash
# OpenROAD 26Q1-2900-gdf79404cd8, Yosys 0.63+post, stock flow scripts
make -C /OpenROAD-flow-scripts/flow DESIGN_CONFIG=/design/flow/config.mk WORK_HOME=/design/flow/orfs finish
```
`./config.mk`:
```
export PLATFORM = sky130hd
export DESIGN_NAME = priority_encoder_8to3
export DESIGN_NICKNAME = priority_encoder_8to3
export VERILOG_FILES = /design/flow/design.v
export SDC_FILE = /design/flow/constraint.sdc
export NUM_CORES = 4
export LEC_CHECK = 1
export CORE_AREA = 10 10 70 70
export DIE_AREA = 0 0 80 80
```
`./constraint.sdc`:
```
current_design priority_encoder_8to3

set clk_period 1.2
set clk_io_pct 0.2

create_clock -name clk0 -period $clk_period

set non_clock_inputs [all_inputs -no_clocks]
set_input_delay [expr $clk_period * $clk_io_pct] -clock clk0 $non_clock_inputs
set_output_delay [expr $clk_period * $clk_io_pct] -clock clk0 [all_outputs]
```
`./design.v`:
```
module priority_encoder_8to3 (a,enable,z);
  input enable;
  input [7:0] a;
  output reg[2:0] z;
  always @(enable,a)
   begin 
	if (enable==1)
    begin
     if (a[7]==1) z = 3'b111;
     else if (a[6]==1) z=3'b110;
     else if (a[5]==1) z=3'b101;
     else if (a[4]==1) z=3'b100;
     else if (a[3]==1) z=3'b011;
     else if (a[2]==1) z=3'b010;
     else if (a[1]==1) z=3'b001;
     else 
     z = 3'b000;
    end
    else z = 3'bzzz;  
  end
endmodule
```
==> results.txt <==
flow finished, numbers: Synth logic family AND-OR/OR-AND gates, die area 6400 um2, Hold Violations, Final 0, Worst Setup Start Kind input pin, Post-Synth AOI/OAI Area 0.5000, vias in the first global route 108, Synth mux share 0, detail-routed net length per standard cell 5.537 um, pre-CTS WS -0.5627 ns, Reg area 0 um2, die width ~80 um, Max VDD drop 0.01558 mV, Core Region 3416 um2, slowest stage delay, CP 0.25 ns, Flops 0, Cell Type Count 7, Yosys chip area 45.04 um2, Max Clk Rate 867.7 MHz, Core Util at FP 0.01319, largest net degree at the start of global routing 4, # Post-CTS Setup Buffers 0, WHS 0.8695 ns, First DRT Iteration DRCs 3, Slew Limit Fails 0, RSZ-0062 raised after global routing yes, Setup-failing EPs final 0, area grow syn2layout 338.9%, setup ws final 0.04752 ns, Row Count 21, first-pass GRT wire length 531 um, uppermost layer routed met3, Top cell area share 0.2222, GPL Wtd Cong 0.7850, io pins 12, Post-Synthesis Cells 10, yosys stat cell total 10, Synth Area in XOR/XNOR 0, adder-cell area share of the yosys netlist 0, Synth Seq Share 0, Hold Crit Class input pin to primary output, CP required 0.96 ns, port bufs 10, DR vias 105, remaining routing DRC violations 0, clock buffers 0, most used cell, CP dlygate4sd2_1, Post-Syn Area between 40 and 50 um2, run status completed, P_leak 0.06291 nW, Fill cells 414, DR WL met2 98 um, CP endpoint kind primary output, metal3 WL 105 um, Basic Gates by Area 0.3333, final wirelength 371 um, met1 wire length 166 um, die y size 80 um, Yosys top cell by area a21oi_1, Top Layout Cells dlygate4sd2_1 (6), clkdlybuf4s15_1 (3), nor2_2 (2), nand2_1 (2), a21oi_1 (2), top cells, area a21oi_1 (22%), nand2_1 (17%), nor2_1 (17%), syn avg cell area 4.504 um2, total global-route track usage 0.01039, Pwr Density ~180 nW/um2, TritonRoute pass-1 iters 2, Max Cap Viol 0, Worst path slowest cell dlygate4sd2_1, Syn. warnings 2, initial antenna violation count 1, antenna viol nets, final 0, most used logic cell in the final layout dlygate4sd2_1, relative slew slack 0.8737, Via density 1.567, Critical Path AT about 0.9 ns, total grt overflow 0, Slew @ Worst Pin 0.1879 ns, Max Fanout on Critical Path 2, crit path cell chain dlygate4sd2_1, o21ai_1, nand2_1, dlygate4sd2_1, share of cells above drive strength 1 0.1500, min cycle time layout 1.152 ns, post-layout period usage 0.9604, Crit Path Class input pin to primary output, Tool Warnings 35
worst max-delay path, delay by kind of cell:
family          cells  cell delay, ns
buf+inv             2            0.48
compound gates      1            0.13
simple gates        1            0.06
per-layer routing:
| metal | track usage | up-vias |
|---|---|---|
| li1 | - | 55 |
| met1 | 0.01318 | 41 |
| met2 | 0.01284 | 9 |
| met3 | 0.01023 | 0 |
| met4 | 0 | 0 |
| met5 | 0 | - |
per-stage QoR:
stage,instance area (um2),power (W),util,std cells,TNS (ns)
final,197.7,0.00003582,0.05788,67,0
after global routing,195.2,0.00003976,0.05714,66,-0.02747
after detailed placement,202.7,0.00004507,0.05934,66,-1.391
after global placement,202.7,0.00004364,0.05934,66,-1.307
after CTS,187.7,0.00003320,0.05495,66,0
after floorplan,45.04,0.000007479,-,10,0
final cells by class:
| class | count | area [um2] | share of cell area |
|---|---|---|---|
| Inverter | 2 | 7.507 | 0.03797 |
| Multi-Input combinational cell | 8 | 42.54 | 0.2152 |
| Timing Repair Buffer | 10 | 87.58 | 0.4430 |
| Tap cell | 46 | 57.56 | 0.2911 |
| Antenna cell | 1 | 2.502 | 0.01266 |
where the power goes:
group	switching, W	total, W	internal, W
logic	0.0000142	0.0000358	0.0000217
registers	0	0	0
clock network	0	0.000000000111	0.000000000111
total	0.0000142	0.0000358	0.0000217
logic make-up after synthesis:
family / Yosys count
buffers and inverters: 2
AND/OR/NAND/NOR: 4
AND-OR/OR-AND: 4
final timing paths:
path,start,cells past startpoint,to
setup / recovery,a[2],4,z[1]
hold / removal,a[4],3,z[0]
timing repair:
action                     4_1_cts  5_1_grt
hold endpoints to repair         0        0
pin swaps                        4        4
setup endpoints to repair        3        3
hold buffers                     0        0
gates resized                   14        4
cell usage after synthesis (all sizes together):
master and count:
clkinv 1, a21oi 2, o21ai 1, nor2 2
inv 1, o31ai 1, nand2 2
Power figures rest on the tool's default switching activity, not on a simulated workload.
