--- flow/config.mk ---
export PLATFORM = sky130hd
export DESIGN_NAME = rr_arbiter
export DESIGN_NICKNAME = rr_arbiter
export VERILOG_FILES = /design/flow/design.v
export SDC_FILE = /design/flow/constraint.sdc
export NUM_CORES = 4
export LEC_CHECK = 1
export CORE_AREA = 10 10 70 70
export DIE_AREA = 0 0 80 80
--- flow/constraint.sdc ---
current_design rr_arbiter

set clk_period 4.2
set clk_io_pct 0.2

create_clock -name clk0 -period $clk_period [get_ports {clk}]

set non_clock_inputs [all_inputs -no_clocks]
set_input_delay [expr $clk_period * $clk_io_pct] -clock clk0 $non_clock_inputs
set_output_delay [expr $clk_period * $clk_io_pct] -clock clk0 [all_outputs]
--- flow/design.v ---
module rr_arbiter (clk,rstn,request_sig,grant);
input clk,rstn;
input [3:0]request_sig;
output [3:0]grant;
reg  [1:0] rotate_ptr;
reg  [3:0] shift_request;
reg  [3:0] shift_grant;
reg  [3:0] grant_comb;
reg  [3:0] grant;
always @(*) 
begin
    case (rotate_ptr[1:0])
     2'b00: shift_request[3:0] = request_sig[3:0];
	 2'b01: shift_request[3:0] = {request_sig[0],request_sig[3:1]};
	 2'b10: shift_request[3:0] = {request_sig[1:0],request_sig[3:2]};
	 2'b11: shift_request[3:0] = {request_sig[2:0],request_sig[3]};
	endcase
end
always @(*)
begin
   shift_grant[3:0] = 4'b0;
	if (shift_request[0])
	   shift_grant[0] = 1'b1;
	else if (shift_request[1])
	   shift_grant[1] = 1'b1;
    else if (shift_request[2])
	   shift_grant[2] = 1'b1;
	else if (shift_request[3])
	   shift_grant[3] = 1'b1;
end
always @(*)
begin
  case (rotate_ptr[1:0])
     2'b00: grant_comb[3:0] = shift_grant[3:0];
	 2'b01: grant_comb[3:0] = {shift_grant[2:0],shift_grant[3]};
	 2'b10: grant_comb[3:0] = {shift_grant[1:0],shift_grant[3:2]};
	 2'b11: grant_comb[3:0] = {shift_grant[0],shift_grant[3:1]};
	endcase
end
always@ (posedge clk or negedge rstn)
begin
 if(!rstn)
   grant[3:0] <= 4'b0;
 else
   grant[3:0] = grant_comb[3:0] & ~grant[3:0];
end
always @ (posedge clk or negedge rstn)   
begin
 if(!rstn)
   rotate_ptr[1:0] <= 0;
 else
   case (1'b1)
     grant[0]: rotate_ptr[1:0] <= 2'b01;
	 grant[1]: rotate_ptr[1:0] <= 2'b10;
	 grant[2]: rotate_ptr[1:0] <= 2'b11;
	 grant[3]: rotate_ptr[1:0] <= 2'b00;
   endcase
end
endmodule
--- flow/run.sh ---
#!/bin/bash
# OpenROAD 26Q1-2900-gdf79404cd8, Yosys 0.63+post, stock flow scripts
make -C /OpenROAD-flow-scripts/flow DESIGN_CONFIG=/design/flow/config.mk WORK_HOME=/design/flow/orfs finish
==> metrics.json <==
{
  "run_status": "completed",
  "cts_made_buffers": 3,
  "antenna_found_initial": 0,
  "grt_usage_pct": 4.28,
  "synth.cellmix.compoundShare_pct": 33.3,
  "first_global_vias": 493,
  "cts_buffer_depth": 2,
  "yosys-stat-cells": 66,
  "post-route-drc-count": 0,
  "synthesis.instances": 66,
  "grt_overflow": 0,
  "tritoncts": "done",
  "clk_pin_slew_worst_paths_ns": 0.05,
  "cpLargestDelayFamily": "AND-OR/OR-AND gates",
  "criticalPathCategory": "input pin to register",
  "start_kind": "input pin",
  "wire_per_inst_um": 11.3,
  "drv.max_cap_violation_count": 0,
  "crit_path_cell_trace": "clkdlybuf4s50_1 > a222oi_1 > and3_1 > o221ai_1 > a211oi_1",
  "die_h_um": 80,
  "worst-endpoint-arrival_ns": 2.75,
  "flop_and_latch_count_out_of_synthesis": 7,
  "netlist.top_cell.by_area": "dfrtp_1",
  "area.growth.synth_to_final_pct": 20.1,
  "max_freq_mhz": 384,
  "p_leak_nw": 0.255,
  "tightest_slew_ns": 0.621,
  "htree_levels": 1,
  "io-pin-count": 10,
  "chip_area_mm2": 0.00640,
  "grt_setup_unrepaired": "false",
  "coreArea_mm2": 0.00342,
  "fillers": 387,
  "yosys-top-cells-area": "dfrtp_1 31%, a222oi_1 7.0%, buf_6 5.9%",
  "pin_count_of_the_biggest_net_entering_global_routing": 18,
  "detailroute.via_count": 553,
  "ys_warn_count": 1,
  "synth.cell_area_um2": 572,
  "fin_skew_ns": 0.000641,
  "synthDistinctLibCells": 32,
  "relSlewSlack_pct": 58.6,
  "dp_hpwl_um": 1030,
  "setup_viol_count_final": 0,
  "layout.area.comb_um2": 319,
  "drt_first_pass_iters": 5,
  "ctsRootBufferMaster": "clkbuf_4",
  "synthAdderAreaFrac_pct": 0,
  "place_worst_setup_slack_ns": 1.38,
  "area_figure_in_the_yosys_stat_output_um2": 572,
  "crit_slowest_cell": "a222oi_1",
  "worstSetupEndpointType": "register",
  "enable_flop_cells": 0,
  "worst_skew_pair.late_latency_ns": 0.25,
  "totalNegativeSetupSlack_ns": 0,
  "lay_top_count": "clkdlybuf4s50_1",
  "final_period_minus_worst_setup_slack_ns": 2.61,
  "port_buffers": 9,
  "antennaDiodeCount": 0,
  "final.period_utilization_pct": 62.1,
  "post_cts_hold_fix_buffer_tally": 0,
  "area.sequential_um2": 175,
  "ys_async_sr_fraction_pct": 100,
  "largest_stage_delay_worst_path_ns": 0.65,
  "critical_path_peak_fanout": 7,
  "worstPathBufferInverterCount": 1,
  "drive_gt1_share_pct": 11.0,
  "die.size.x_um": 80,
  "lay_top_cells": "9 x clkdlybuf4s50_1, 7 x dfrtp_1, 6 x a21oi_1, 6 x nor2_1, 5 x inv_1",
  "globalplace.congestion": 0.830,
  "powerDensity_mw_per_mm2": 670,
  "global_route_wire_length_before_repair_um": 2280,
  "cts-resized-gates": 0,
  "worstHoldPathType": "register to register",
  "setup_slack_ns": 1.59,
  "top_area_share_pct": 30.6,
  "ys_sh_mux_pct": 0,
  "std_cell_rows": 21,
  "ys_sh_simple_pct": 22.5,
  "timing.critical_path.required_ns": 4.35,
  "warning_count": 25,
  "detailedRoute.firstIterationViolations": 41,
  "hold_violations": 0,
  "peakVddDrop_mv": 0.277,
  "routed_wirelength_um": 1350,
  "residual_antenna_violating_net_count_after_detailed_routing": 0,
  "finalMaxSlewViolations": 0,
  "yosys-dominant-comb-family": "AND-OR/OR-AND gates",
  "post-cts-setup-buffers": 0,
  "ys_sh_xor_pct": 0,
  "synth_sequential_area_ratio_pct": 30.6,
  "synth.avg_cell_area_um2": 8.66,
  "initCoreUtil_pct": 16.7,
  "postSynth.topFlopCell": "dfrtp_1",
  "clock_sink_count": 7,
  "route.detailed.vias_per_inst": 4.65
}
==> sequential cells by signal (all words and copies together) (netlist names) <==
name / count
grant: 4
rotate_ptr: 3
==> per-stage QoR <==
stage | area, µm² | total power [mW] | utilization, % | hold WS (ns) | cells
finish | 687 | 0.460 | 20.1 | 0.506 | 119
global route | 687 | 0.513 | 20.1 | 0.537 | 119
CTS | 687 | 0.463 | 20.1 | 0.506 | 119
floorplan | 572 | 0.357 | - | 0.432 | 66
global placement | 661 | 0.399 | 19.3 | 0.500 | 115
detailed placement | 661 | 0.399 | 19.3 | 0.493 | 115
==> report_power, final <==
| group | switching (mW) | total, mW | internal [mW] |
|---|---|---|---|
| Combinational | 0.113 | 0.241 | 0.128 |
| Sequential | 0.0630 | 0.160 | 0.0965 |
| Clock | 0.0241 | 0.0603 | 0.0362 |
==> synth_stat cells, types with 2 or more instances <==
| cell type | instances |
|---|---|
| a211oi_1 | 2 |
| o21ai_0 | 3 |
| or3_1 | 3 |
| nand2_1 | 2 |
| o221ai_1 | 2 |
| nor3_1 | 2 |
| buf_6 | 3 |
| a21oi_1 | 6 |
| inv_1 | 5 |
| dfrtp_1 | 7 |
| a222oi_1 | 4 |
| and2b_2 | 2 |
| nor2_1 | 6 |
==> per-layer routing <==
layer / vias up / part of all wire, % / GRT usage, %
li1: 274 / - / -
met4: 0 / 2.3 / 0.880
met1: 264 / 42 / 5.53
met2: 13 / 49 / 6.74
met5: - / 0 / 0
met3: 2 / 7.1 / 1.48
==> cell type report <==
cell class	instances	area share, %
clock buffers	4	3.83
multi-input cells	48	46.4
repair buffers	9	13.1
flip-flops and latches	7	25.5
inverters	5	2.73
well taps	46	8.38
==> worst reg2reg max path: stages (launching register included) <==
cell and delay, ns:
dfrtp_1 0.52, a222oi_1 0.66, and3_1 0.29, o221ai_1 0.15
a211oi_1 0.30
==> path summary, 6_finish.rpt <==
| path | start | end | slack [ns] | cells past startpoint |
|---|---|---|---|---|
| worst max register to register | rotate_ptr[3]$_DFF_PN0_ | grant[2]$_DFF_PN0_ | 2.17 | 4 |
| min in group asynchronous | rstn | rotate_ptr[3]$_DFF_PN0_ | 0.85 | 1 |
| worst min-delay path | grant[2]$_DFF_PN0_ | grant[2]$_DFF_PN0_ | 0.51 | 1 |
| max in group asynchronous | rstn | grant[3]$_DFF_PN0_ | 3.12 | 1 |
| worst max-delay path | request_sig[0] | grant[2]$_DFF_PN0_ | 1.59 | 5 |
| worst min register to register | grant[2]$_DFF_PN0_ | grant[2]$_DFF_PN0_ | 0.51 | 1 |
==> cells by family after synthesis <==
family / Yosys count
compound gates: 26
buf+inv: 11
flops: 7
simple gates: 22
No activity file was given, so power comes from the tool's default toggle rates.
