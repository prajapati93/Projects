## /design/flow/config.mk

```make
export PLATFORM = sky130hd
export DESIGN_NAME = vending_machine
export DESIGN_NICKNAME = vending_machine
export VERILOG_FILES = /design/flow/design.v
export SDC_FILE = /design/flow/constraint.sdc
export NUM_CORES = 4
export LEC_CHECK = 1
export CORE_AREA = 10 10 70 70
export DIE_AREA = 0 0 80 80
```

## /design/flow/constraint.sdc

```tcl
current_design vending_machine

set clk_period 1.0
set clk_io_pct 0.2

create_clock -name clk0 -period $clk_period [get_ports {clk}]

set non_clock_inputs [all_inputs -no_clocks]
set_input_delay [expr $clk_period * $clk_io_pct] -clock clk0 $non_clock_inputs
set_output_delay [expr $clk_period * $clk_io_pct] -clock clk0 [all_outputs]
```

## /design/flow/design.v

```verilog
module vending_machine (clk,rstn,coin,product,change);
input clk, rstn;
input [1:0] coin;
output product,change;
parameter IDLE = 3'b000,
          RS_1 = 3'b001,
          RS_2 = 3'b010,
       PRODUCT = 3'b011,
        CHANGE = 3'b100;
reg [2:0] pr_state,next_state;
always @(posedge clk)
  if (rstn == 0)
     pr_state <= IDLE;
  else
     pr_state <= next_state;
always @(pr_state,coin) begin
  case(pr_state)
     IDLE : if (coin == 2'b01)
              next_state = RS_1;
            else if (coin == 2'b01)
              next_state = RS_2;
            else
              next_state = IDLE;
     RS_1 : if (coin == 2'b01)
              next_state = RS_2;
            else if (coin == 2'b10)
              next_state = PRODUCT;
            else
              next_state = RS_1;
     RS_2 : if (coin == 2'b01)
              next_state = PRODUCT;
            else if (coin == 2'b10)
              next_state = CHANGE;
            else
              next_state = RS_2;
     PRODUCT : next_state = IDLE;
     CHANGE  : next_state = IDLE;
     default : next_state = IDLE;
  endcase
 end
assign product = (pr_state == PRODUCT) || (pr_state == CHANGE);
assign change = (pr_state == CHANGE);
endmodule
```

## /design/flow/run.sh

```bash
#!/bin/bash
# OpenROAD 26Q1-2900-gdf79404cd8, Yosys 0.63+post, stock flow scripts
make -C /OpenROAD-flow-scripts/flow DESIGN_CONFIG=/design/flow/config.mk WORK_HOME=/design/flow/orfs finish
```

==> results.txt <==
Latest figures from synthesis and place and route.

The largest individual stage delay along the critical path comes from the cell sky130_fd_sc_hd__dfxtp_2. The kind of critical path is reg -> out. After synthesis, the most frequently instantiated cells are sky130_fd_sc_hd__dfxtp_1 (5), sky130_fd_sc_hd__inv_1 (2), sky130_fd_sc_hd__nand3b_1 (2), sky130_fd_sc_hd__nor2b_1 (2). The share of the clock period used by the worst path is 101%.

The sequential cell area is 103 sq um. The critical path capture point type is a primary output. The mean instance size in the synthesized netlist is 10.2 sq um. The register with the most flip-flops in the layout has 5 of them. The count of unique library cells instantiated by Yosys is 14. The checks that failed: setup timing. The post-synth tally of flip-flops with integrated enable is 0.

Looking at the clock tree report, the H-tree level count equals 1. The launching element type of the critical path is a flip-flop. The top cell type's share of synthesized area is 46.5%. The placement report lists the number of port buffers as 5. The number of antenna diodes is 0.

The final setup violation count is 1. The total wire length after detailed routing is 524 um. The number of violations of the max-capacitance limit is 0. The final layout report lists a filler cell count of 395.

TritonCTS built the clock tree. The count of yosys warnings during synthesis is 1. In the final layout, the registers with the most flip-flops are pr_state x5. In the power breakdown, the internal column shows 0.402 mW. The first global-routing pass estimated 897 um of wire. The fraction of final layout cells sized beyond drive strength 1 is 42.9%.

The most used flip-flop cell after synthesis is sky130_fd_sc_hd__dfxtp_1. Per the CTS log, the buffer count on the longest clock path is 2. In this run the layout overhead on the synthesized area is reported as 89.5%.

The clock latency at the later pin of the worst-skew pair is 0.24 ns. 6 I/O pins were placed. Setup repair after global routing could not meet its margin everywhere. In this run the critical path is formed by nor2_4, inv_2, buf_2. For reference, the top cells by area after synthesis are sky130_fd_sc_hd__dfxtp_1 (47%), sky130_fd_sc_hd__mux2_4 (7.0%), sky130_fd_sc_hd__nand3b_1 (7.0%). On the worst path, the slowest cell contributes a delay of 0.32 ns. The number of design rule violations left after detail routing is 0. The clock period minus final worst setup slack is 1.01 ns. The post-synthesis async set-or-reset flop share is 0%. After floorplanning, the core was sized to cover 3420 sq um. The standard-cell row count is 21.

The run finished, with violations left. Post-synthesis, Yosys gives the total cell area as 215 sq um. The most numerous cell in the Yosys netlist is sky130_fd_sc_hd__dfxtp_1. Per the post-CTS timing run, clock transition at the registers of the reported paths is 0.04 ns. STA puts the critical path data arrival time at 0.81 ns. According to the floorplan report, the die width is 80 um. Of all nets on the critical path, the largest fanout is 2. Summing every instance area after synthesis gives 215 sq um.

The remaining max-slew budget at the tightest pin is 85.7%. In the Yosys report the total cell count is 21. The area of all placed cells without fillers is 408 sq um. The library cell used as clock root buffer is sky130_fd_sc_hd__clkbuf_4. The number of hold violations in the final report is 0. The number of DRC markers in iteration 0 is 1.

In this run the VDD rail shows a maximum IR drop of 0.000126 V. The all-layer global routing usage is 1.62%. The vertical die dimension is 80 um.

Per the detailed placement report, the placed cell area equals 338 sq um. The part of the Yosys area used for sequential elements is 46.5%. The count of tool warnings is 27. The script extracted a total leakage power of 0.182 nW.

The script computed a power per unit cell area of 1250 nW/um^2. On the final layout, the worst hold slack is 0.360 ns. The path type of the worst min-delay path is in -> reg. The CTS buffer count is 3.

The total clock sinks is 5. The highest clock rate is 0.992 GHz. Looking at the power breakdown, the clock network takes 44.8% of the total. The via density per instance is 2.51. The initial antenna violation count was 0. The synthesis-stage register bit count is 5.

After technology mapping, the gate count stands at 21. The per-cell routed wire length is 6.47 um. The number of buffers and inverters on the critical path is 2. The total vias in the final route is 203. The filler-free cell count of the finished design is 81. The power report puts the net switching power at 0.108 mW.

The kind of cell with the highest combined delay along the critical path is flip-flops. The number of global-route vias before repair was 217. The final core utilization is 11.9%. Once the floorplan was initialized, standard cells occupied 6.30% of the core.

The pre-antenna-repair detailed-routing pass consisted of 2 iterations. The switching power as a share of total power is 21.2%. The total overflow left after global routing is 0.

The post-layout worst setup margin is -0.00824 ns. At the end of routability-driven placement, the weighted congestion stood at 0.643. Entering global routing, the biggest net connects 8 pins.

The max-slew violation total from the final report is 0. Summing all multi-input logic gate instances after layout gives 115 sq um. Data on the critical path is required at its endpoint by 0.80 ns.

The share of total power dissipated in combinational logic is 12.5%. The count of placed standard cells including taps is 74. The fraction of power consumed by sequential logic is 42.7%.

At the pin with the least slew margin, the transition time is 0.214 ns. The register name with the most flops is pr_state. In this run the full chip footprint comes out at 6400 sq um.

The HPWL after detailed placement is 351 um. The worst clock skew on the final layout is 0.00471 ns. The post-route antenna net violation count is 0. The dominant cell type by area after synthesis is sky130_fd_sc_hd__dfxtp_1.
==> cell type report <==
cell class | instances | share of cell area (%)
multi-input cells | 14 | 28.2
flip-flops and latches | 5 | 25.2
repair buffers | 10 | 24.2
well taps | 46 | 14.1
clock buffers | 4 | 6.44
inverters | 2 | 1.84
==> power groups by stage <==
stage	clock network, mW	registers (mW)	logic [mW]
4_1_cts	0.239	0.217	0.0656
5_1_grt	0.255	0.218	0.0701
6_report	0.229	0.218	0.0639
==> routing by layer <==
metal	vias up	wire length (um)	GRT usage, %
li1	103	-	-
met1	86	262	1.93
met2	10	185	2.17
met3	4	55	1.02
met4	0	21	0.880
met5	-	0	0
==> per-stage QoR <==
stage / TNS (ns) / worst slack [ns] / power (mW)
2_1_floorplan: 0 / 0.136 / 0.241
3_3_place_gp: -1.22 / -0.302 / 0.273
3_5_place_dp: -1.30 / -0.316 / 0.275
4_1_cts: -0.0566 / -0.0365 / 0.522
5_1_grt: -0.108 / -0.0720 / 0.543
6_report: -0.00824 / -0.00824 / 0.510
==> cells by family after synthesis <==
group,share of synthesized area (%)
AND-OR/OR-AND,19.8
buffers and inverters,3.49
multiplexers,6.97
flip-flops,46.5
AND/OR/NAND/NOR,23.3
==> timing repair <==
action / 4_1_cts / 5_1_grt
endpoints found under the hold margin: 0 / 0
setup buffers: 4 / 0
gates cloned: 0 / 0
hold buffers: 0 / 0
pin swaps: 1 / 1
gates resized: 11 / 6
setup endpoints to repair: 4 / 7
==> cell usage in the layout (no fill, tap or decap), types with 2 or more instances in the layout <==
| cell | Yosys | routed |
|---|---|---|
| sky130_fd_sc_hd__dfxtp_2 | 0 | 2 |
| sky130_fd_sc_hd__clkbuf_4 | 0 | 3 |
| sky130_fd_sc_hd__nand3b_1 | 2 | 2 |
| sky130_fd_sc_hd__nor2b_1 | 2 | 2 |
| sky130_fd_sc_hd__dfxtp_1 | 5 | 3 |
| sky130_fd_sc_hd__buf_6 | 0 | 4 |
==> final timing paths <==
| kind | startpoint | to | slack [ns] | depth (start not counted) |
|---|---|---|---|---|
| worst max-delay path | pr_state[4] | product | -0.008 | 3 |
| worst min-delay path | coin[1] | pr_state[2] | 0.36 | 2 |
| worst max register to register | pr_state[4] | pr_state[0] | 0.04 | 6 |
| worst min register to register | pr_state[0] | pr_state[0] | 0.49 | 2 |
Power is estimated from default activity; no workload was simulated.
